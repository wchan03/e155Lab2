### flow/config.mk
export PLATFORM = sky130hd
export DESIGN_NAME = seg_disp
export DESIGN_NICKNAME = seg_disp
export VERILOG_FILES = /design/flow/design.v
export SDC_FILE = /design/flow/constraint.sdc
export NUM_CORES = 4
export LEC_CHECK = 1
export CORE_AREA = 10 10 70 70
export DIE_AREA = 0 0 80 80
### flow/constraint.sdc
current_design seg_disp

set clk_period 2.0
set clk_io_pct 0.2

create_clock -name clk0 -period $clk_period

set non_clock_inputs [all_inputs -no_clocks]
set_input_delay [expr $clk_period * $clk_io_pct] -clock clk0 $non_clock_inputs
set_output_delay [expr $clk_period * $clk_io_pct] -clock clk0 [all_outputs]
### flow/design.v
module seg_disp(input logic [3:0] s, 
				output logic [6:0] seg ); 
	logic [6:0] seg_intm;
	always_comb begin 
		case(s)
			4'b0000: seg_intm <= 7'b0111111;  
			4'b0001: seg_intm <= 7'b0000110;  
			4'b0010: seg_intm <= 7'b1011011;  
			4'b0011: seg_intm <= 7'b1001111;  
			4'b0100: seg_intm <= 7'b1100110;  
			4'b0101: seg_intm <= 7'b1101101;  
			4'b0110: seg_intm <= 7'b1111101;  
			4'b0111: seg_intm <= 7'b0000111;  
			4'b1000: seg_intm <= 7'b1111111;  
			4'b1001: seg_intm <= 7'b1101111;  
			4'b1010: seg_intm <= 7'b1110111;  
			4'b1011: seg_intm <= 7'b1111100;  
			4'b1100: seg_intm <= 7'b1011000;  
			4'b1101: seg_intm <= 7'b1011110;  
			4'b1110: seg_intm <= 7'b1111001;  
			4'b1111: seg_intm <= 7'b1110001;  
			default: seg_intm <= 7'b1111111;
		endcase 
		seg <= ~seg_intm;  
	end
endmodule
### flow/run.sh
#!/bin/bash
# OpenROAD 26Q1-2900-gdf79404cd8, Yosys 0.63+post, stock flow scripts
make -C /OpenROAD-flow-scripts/flow DESIGN_CONFIG=/design/flow/config.mk WORK_HOME=/design/flow/orfs finish
==> results.json <==
{
  "critPathMaxFanout": 5,
  "ys.warnings.count": 1,
  "synthCells": 29,
  "hold_slack_ns": 1.31,
  "first_iter_violations": 5,
  "fin_util_pct": 15.3,
  "worst_pin_slew_ns": 0.187,
  "fin_cells": 96,
  "hold_path.class": "primary input to primary output",
  "dp_cells": 94,
  "drt-wirelength-per-cell_um": 7.63,
  "final-max-slew-violation-count": 0,
  "final_layout_size_suffix_gt1_share_pct": 52.0,
  "flop_area_um2": 0,
  "grt_max_degree": 10,
  "fin_ws_ns": 0.0376,
  "dpl_cell_area_um2": 468,
  "synth_cell_types": 14,
  "grt.total_usage_pct": 1.88,
  "drc": 0,
  "max_freq_mhz": 510,
  "n_sequential_cell": 0,
  "setup_viol": 0,
  "overflow": 0,
  "rsz0062_at_grt": "no",
  "n_clock_buffer": 0,
  "globalplace.congestion": 0.748,
  "leakage_nw": 0.259,
  "layout_min_cycle_time_ns": 1.96,
  "initial_core_util_pct": 7.07,
  "grt_pass1_wl_um": 1070,
  "worstSetupPathType": "primary input to primary output",
  "vias": 281,
  "core-area_um2": 3420,
  "place_ws_ns": -0.554,
  "power_density_nw_per_um2": 170,
  "yosys-stat-cells": 29,
  "rows": 21,
  "log.warning_count": 37,
  "numPortBuffers": 11,
  "vias_per_cell": 2.93,
  "synth_area_per_cell_um2": 8.33,
  "dieArea_um2": 6400,
  "ios": 11,
  "hold_buffers": 0,
  "hold_viol": 0,
  "fin_area_um2": 523,
  "drtPass1Iterations": 2,
  "yosysSeqAreaShare_pct": 0,
  "drv_cap": 0,
  "start_kind": "primary input",
  "drt_wl_total_um": 732,
  "antenna_cells": 0,
  "relSlewSlack_pct": 87.5,
  "end_kind": "primary output",
  "crit_required_ns": 1.60,
  "p_total_mw": 0.0890,
  "run_status": "complete, no violations",
  "grt_pass1_vias": 257,
  "ir_worst_vdd_uv": 21.1,
  "syn_area_um2": 241,
  "die_y_um": 80,
  "cp.arrival_ns": 1.56,
  "fin_crit_sh_pct": 98.1,
  "detailed_place_hpwl_um": 572,
  "area_delta_synth_final_pct": 117,
  "antenna_found_initial": 0,
  "fin_tns_setup_ns": 0,
  "die_w_um": 80,
  "drt.antenna.violating_nets": 0,
  "yosys_area_um2": 241
}
cells in the mapped netlist (all sizes together):
master | n | area share, %
buf | 2 | 6.7
inv | 3 | 4.7
mux4 | 2 | 20
o21ai | 1 | 2.1
mux2i | 2 | 8.3
nor2b | 1 | 2.6
nor2 | 5 | 7.8
ha | 6 | 31
a32o | 1 | 4.1
a21oi | 2 | 4.1
o32ai | 1 | 3.6
nand2 | 3 | 4.7
kinds of logic after synthesis:
family	count (synthesis)	synth area share, %
AND-OR/OR-AND	5	14.0
adder cells (fa/ha/maj)	6	31.1
buffers and inverters	5	11.4
multiplexers	4	28.5
AND/OR/NAND/NOR	9	15.0
metal layers:
metal | routed length (µm) | vias to the layer above | global-route usage, %
li1 | - | 144 | -
met1 | 317 | 129 | 1.86
met2 | 329 | 8 | 3.85
met3 | 86 | 0 | 0.568
met4 | 0 | 0 | 0
met5 | 0 | - | 0
final cells by class:
type               instances  area (µm²)
multi-input cells         24         259
repair buffers            23         195
inverters                  3        11.3
well taps                 46        57.6
fillers                  380        2890
critical path, stage by stage:
cell and delay, ns:
buf_2 0.11, inv_2 0.07, ha_4 0.26, inv_1 0.04
mux4_2 0.44, dlygate4sd2_1 0.25
cell usage in the layout (no fill, tap or decap), drive strengths merged:
| cell | n |
|---|---|
| buf | 15 |
| ha | 6 |
| dlygate4sd2 | 5 |
| nor2 | 5 |
| nand2 | 3 |
| inv | 3 |
| mux2i | 2 |
| dlymetal6s2s | 2 |
| a21oi | 2 |
| mux4 | 2 |
| nor2b | 1 |
| o32ai | 1 |
| o21ai | 1 |
| a32o | 1 |
| clkdlybuf4s50 | 1 |
where the power goes:
group | switching [mW] | internal, mW | total (mW) | leakage (nW)
registers | 0 | 0 | 0 | 0
clock network | 0 | 0 | 0 | 0
logic | 0.0341 | 0.0550 | 0.0890 | 0.259
path summary, 6_finish.rpt:
| kind | startpoint | end | slack, ns | depth (start not counted) |
|---|---|---|---|---|
| max | s[1] | seg[3] | 0.04 | 6 |
| min | s[1] | seg[5] | 1.31 | 5 |
what timing repair did:
action                                  CTS  global route
pin swaps                                 2             0
buffers inserted                          2             0
endpoints found under the setup margin    7             4
hold endpoints to repair                  0             0
gates resized                            27             6
Power and IR drop assume default switching activity.
