$ cat flow/design.v
module leds_lab2(input logic [3:0] switch1, switch2, 
				output logic [4:0] leds);
	logic [4:0] total;  
	assign total = switch1 + switch2;  
	assign leds[0] = total[0];
	assign leds[1] = total[1];
	assign leds[2] = total[2];
	assign leds[3] = total[3];
	assign leds[4] = total[4];
endmodule
$ cat flow/run.sh
#!/bin/bash
# OpenROAD 26Q1-2900-gdf79404cd8, Yosys 0.63+post, stock flow scripts
make -C /OpenROAD-flow-scripts/flow DESIGN_CONFIG=/design/flow/config.mk WORK_HOME=/design/flow/orfs finish
$ cat flow/config.mk
export PLATFORM = sky130hd
export DESIGN_NAME = leds_lab2
export DESIGN_NICKNAME = leds_lab2
export VERILOG_FILES = /design/flow/design.v
export SDC_FILE = /design/flow/constraint.sdc
export NUM_CORES = 4
export LEC_CHECK = 1
export CORE_AREA = 10 10 70 70
export DIE_AREA = 0 0 80 80
$ cat flow/constraint.sdc
current_design leds_lab2

set clk_period 3.2
set clk_io_pct 0.2

create_clock -name clk0 -period $clk_period

set non_clock_inputs [all_inputs -no_clocks]
set_input_delay [expr $clk_period * $clk_io_pct] -clock clk0 $non_clock_inputs
set_output_delay [expr $clk_period * $clk_io_pct] -clock clk0 [all_outputs]
==> impl_metrics.json <==
{
  "grt_max_degree": 4,
  "syn_area_um2": 136,
  "chipArea_um2": 6400,
  "grt_pass1_wl_um": 828,
  "arrival_ps": 2420,
  "antenna_found_initial": 0,
  "utilization_pct": 9.63,
  "grtUsageTotal_pct": 1.60,
  "gr-total-overflow": 0,
  "pin_count": 13,
  "p_leak_nw": 0.127,
  "setup_tns_ps": 0,
  "drtIter0Drc": 2,
  "fp_util_pct": 3.99,
  "via_per_inst": 2.01,
  "hold_viol": 0,
  "cp-startpoint": "switch1[0]",
  "diodes": 0,
  "end_kind": "primary output",
  "whs_ps": 2350,
  "pwr-share-seq_pct": 0,
  "cp_data_required_time_ps": 2560,
  "ant_nets": 0,
  "row_count": 21,
  "synth-compound-area-share_pct": 15.6,
  "fmax_ghz": 0.326,
  "yosysCellCount": 16,
  "yosys_warnings": 0,
  "synth-adder-area-share_pct": 51.4,
  "setup_viol": 0,
  "sequential_cell_total": 0,
  "ys_seq_share_pct": 0,
  "synth_chip_area_um2": 136,
  "simple_gate_share_pct": 9.17,
  "max_cap_viol_count": 0,
  "log.warning_count": 32,
  "switching_share_pct": 28.4,
  "route.detailed.drc": 0,
  "grt_pass1_vias": 170,
  "tightest_slew_ps": 146,
  "avgSynthCellArea_um2": 8.52,
  "syn_inst": 16,
  "p_per_area_nw_per_um2": 144,
  "startpoint_type": "input pin",
  "top_logic_kind": "adder cells",
  "fp.dieH_um": 80,
  "drt_pass1_iterations": 2,
  "min-delay-start": "switch2[0]",
  "fp.dieW_um": 80,
  "period_used_pct": 95.7,
  "p_int_w": 0.0000339,
  "io_buffers": 13,
  "core-area_um2": 3420,
  "area_growth_pct": 141,
  "dpl.hpwl_um": 493,
  "hold_class": "in2out",
  "num_vias": 151,
  "status": "complete, no violations",
  "muxShareOfSynthArea_pct": 0,
  "synthXorXnorAreaFrac_pct": 12.8,
  "ir_drop_mv": 0.0193,
  "power.share.combinational_pct": 100.0,
  "p_clk_share_pct": 0,
  "slew_headroom_pct": 90.1,
  "drive_above_1_share_pct": 10.3,
  "finalPower_w": 0.0000474,
  "wl_um": 523,
  "critical_path_class": "in2out",
  "slew_violations": 0,
  "register_area_um2": 0,
  "p_sw_w": 0.0000135,
  "gp_congestion": 0.774,
  "fin_crit_ps": 3060,
  "drt-wirelength-per-cell_um": 6.97,
  "nClkBuffers": 0,
  "post_synth_num_cell_types": 9,
  "critical_path.max_fanout": 2,
  "cts_setup_buffers": 0
}
[layer usage]
layer,up-vias,track usage (%),share of wire (%)
li1,77,-,-
met1,63,1.86,42
met2,11,2.09,29
met3,0,1.70,29
met4,0,0,0
met5,-,0,0
[worst paths after layout]
path / cells past startpoint / to
worst max-delay path: 8 / leds[4]
worst min-delay path: 3 / leds[0]
[worst max-delay path, cell delays in order]
cell and delay (ps):
clkdlybuf4s50_1 480, ha_2 190, inv_1 50, fa_2 350, nor2b_1 110, o21ai_0 80
nand2b_1 70, clkdlybuf4s50_1 460
[cell families after synthesis]
logic type,after synthesis
adders and majority gates,5
buffers and inverters,4
AOI/OAI and AO/OA,3
xor gates and xnor gates,2
and+or+nand+nor,2
[final cells by class]
class                           count  area, µm²
Fill cell                         402       3090
Timing Repair Buffer               13        130
Multi-Input combinational cell     12        126
Tap cell                           46       57.6
Inverter                            4       15.0
[cells in the final DEF (no fill, tap or decap)]
cell type / count
a21o_1: 1
clkdlybuf4s50_1: 13
inv_1: 4
ha_2: 1
fa_2: 1
xnor2_1: 2
nand2b_1: 1
o21ai_0: 1
ha_1: 3
a21oi_2: 1
nor2b_1: 1
[what timing repair did]
item | CTS | global route
gates resized | 0 | 2
setup endpoints to repair | 0 | 1
hold buffers | 0 | 0
[metrics by stage]
step	area (µm²)	instances	setup WS [ps]
CTS	324	75	29.4
global placement	324	75	20.5
floorplan	136	16	1130
global route	329	75	-5.10
detailed placement	324	75	34.8
finish	329	75	136
[cells in the mapped netlist]
library cell / n / area [µm²]
ha_1: 4 / 50.1
inv_1: 4 / 15.0
xnor2_1: 2 / 17.5
a21o_1: 1 / 7.51
a21oi_2: 1 / 8.76
fa_1: 1 / 20.0
nand2b_1: 1 / 6.26
nor2b_1: 1 / 6.26
o21ai_0: 1 / 5.00
[power by group through the flow]
stage | Clock, W | Sequential [W] | Combinational [W]
4_1_cts | 0 | 0 | 0.0000484
5_1_grt | 0 | 0 | 0.0000542
6_report | 0 | 0 | 0.0000474
Power figures rest on the tool's default switching activity, not on a simulated workload.
